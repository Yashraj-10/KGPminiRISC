`/design/flow/run.sh`:
```
#!/bin/bash
# OpenROAD 26Q1-2900-gdf79404cd8, Yosys 0.63+post, stock flow scripts
make -C /OpenROAD-flow-scripts/flow DESIGN_CONFIG=/design/flow/config.mk WORK_HOME=/design/flow/orfs finish
```
`/design/flow/config.mk`:
```
export PLATFORM = sky130hd
export DESIGN_NAME = register_file
export DESIGN_NICKNAME = register_file
export VERILOG_FILES = /design/flow/design.v
export SDC_FILE = /design/flow/constraint.sdc
export NUM_CORES = 4
export LEC_CHECK = 1
export CORE_UTILIZATION = 50
```
`/design/flow/constraint.sdc`:
```
current_design register_file

set clk_period 21.3
set clk_io_pct 0.2

create_clock -name clk0 -period $clk_period [get_ports {clk}]

set non_clock_inputs [all_inputs -no_clocks]
set_input_delay [expr $clk_period * $clk_io_pct] -clock clk0 $non_clock_inputs
set_output_delay [expr $clk_period * $clk_io_pct] -clock clk0 [all_outputs]
```
`/design/flow/design.v`:
```
`timescale 1ns/1ps
module register_file (
    input [4:0] rs,
    input [4:0] rt,                      
    input [1:0] RegDst,                  
    input [31:0] WriteData,              
    input [0:0] RegWrite,                
    input clk,                           
    input rst,                           
    output [31:0] readData1,             
    output [31:0] readData2              
);
    reg [31:0] registers[31:0];                          
    integer  i;
    initial begin                                        
        for (i = 0; i < 32; i = i + 1) begin
            registers[i] = 0;
        end
    end
    always @(posedge clk) begin           
        if (rst) begin                                   
            for (i = 0; i < 32; i = i + 1) begin
                registers[i] = 0;
            end
        end
        else begin
            if (RegWrite) begin                          
                case (RegDst)                            
                    2'b00: registers[rs] = WriteData;   
                    2'b01: registers[rt] = WriteData;   
                    2'b10: registers[31] = WriteData;   
                    2'b11: ;                             
                endcase
            end
        end
    end
    assign readData1 = registers[rs];                    
    assign readData2 = registers[rt];                    
endmodule
```
==> impl_metrics.ini <==
; physical design summary
[final_timing]
post-route-min-period_ps = 13830
finalCritPeriodShare_pct = 64.9
hold_viol_final = 0
slew_violations = 0
fin_hold_ws_ps = 4520
fmax_mhz = 72.3
maxSlewHeadroom_pct = 39.1
setup_violations = 0
rsz0062_at_grt = false
setup-tns-final_ps = 0
worst_pin_slew_ps = 913

[pwr]
power.static_leakage_nw = 24.2
power_density_mw_per_mm2 = 79.1
ir_worst_vdd_v = 0.0000630

[detailed_routing]
drt-wirelength-per-cell_um = 30.6
drt_first_pass_iters = 6
num_vias = 37857
antenna_left = 0
drc = 0
vias_per_cell = 6.13
drt-initial-drc-count = 2658
routed_wl_um = 189000

[placed_design]
place_inst = 5966
gp_congestion = 0.925
dp.final_hpwl_um = 106000
io_buffers = 110

[finish]
seq_area_mm2 = 0.0307
area_growth_pct = 11.3
final_cells = 6178
largest_reg_flops = 1024
nFillCells = 8814
logic_area_mm2 = 0.0235
drive_gt1_share_pct = 8.77

[worst_hold_path]
min_from = WriteData[11]
whs_endpoint = registers[29][11]
holdPathStages = 3
hold_path.class = in -> reg

[setup_path]
critical_path_class = in -> out
crit_start = rt[1]
slowest_delay_ps = 710
crit_required_ps = 17040
cp_cell_sequence = buf_8 > buf_4 > buf_4 > buf_4 > buf_4 > buf_4 > mux2i_1 > a22oi_1 > nand3_1 > nand3_1 > clkdlybuf4s50_1
critPathArrivalTime_ps = 9570
cp_slowest_cell = buf_4
critPathTopFamily = buffers and inverters
crit_path_frequent_cell = buf_4
critPathCaptureType = primary output
cp_max_fo = 64
path_buffers = 7
cp-start-kind = input port

[die]
design.die.area_mm2 = 0.113
core-area_mm2 = 0.111
core.rowCount = 122
die_y_um = 336
fp-utilization_pct = 50.5
fp.dieW_um = 336
ioPinCount = 111

[cts]
cts_root_buf = clkbuf_16
cts_buffers = 115
cts.repair.resized = 0
postCtsSetupRepairBufs = 0
clock-sinks = 1024
tritoncts = built
cts_buffer_depth = 3
clkTransAtPathRegs_ps = 60
cts_hold_buf = 0
htreeDepth = 3

[synth]
ys_types = 34
ys_cells = 4654
syn_area_per_cell_um2 = 12.0
syn_area_mm2 = 0.0559
edf_count = 1024
synth_warnings = 1
ys.flops = 1024
syn_inst = 4654
synth-main-ff-cell = edfxtp_1
ys_seq_share_pct = 55.0
yosys_area_mm2 = 0.0559
async_reset_ff_share_pct = 0

[grt]
grt_pass1_wl_um = 270000
overflow = 0
grtUsageTotal_pct = 36.6
grt_antenna_before_repair = 9
grt_pass1_vias = 38625
grt_max_degree = 88

[job]
max_cap_viol_count = 0
warnings = 26

[status]
status = completed
==> report_power, final <==
part,switching [mW],leakage [nW],internal [mW]
registers,0.0518,9.74,2.32
logic,0.381,12.6,0.211
clock network,0.809,1.79,1.14
total,1.24,24.2,3.68
==> cell type report <==
type,instances,share of cell area (%)
clock buffers,142,4.86
flip-flops and latches,1024,49.5
well taps,1488,2.99
multi-input cells,3180,37.8
inverters,1,0.00604
clock inverters,65,0.976
repair buffers,273,3.88
diodes,5,0.0201
==> tightest hold or removal path, delay by kind of cell <==
kind,cells,cell delay (ps)
simple gates,1,170
buf+inv,2,620
==> routing by layer <==
metal | GRT usage (%) | part of all wire [%] | vias up | wire (µm)
met1 | 49.5 | 37 | 18259 | 69200
met5 | 1.70 | 0.15 | - | 293
met2 | 52.4 | 45 | 2217 | 85400
li1 | - | - | 16933 | -
met4 | 13.2 | 4.7 | 14 | 8800
met3 | 19.7 | 13 | 434 | 25500
==> cells by family (layout without fill, tap and decap cells) <==
kind of cell	after synthesis	count (layout)	synth area share (%)
flops	1024	1024	55.0
other cells	0	5	0
simple gates	1569	1569	16.1
compound gates	579	579	7.06
mux	1032	1032	18.5
buf+inv	450	481	3.34
==> stage by stage <==
step | setup slack [ps] | total power, mW | cell area [µm²] | util (%)
floorplan | 11390 | 2.73 | 55900 | -
global placement | 7570 | 3.00 | 58500 | 52.9
detailed placement | 7540 | 3.00 | 58500 | 52.9
CTS | 7530 | 4.93 | 62200 | 56.2
global route | 7270 | 5.06 | 62200 | 56.2
finish | 7470 | 4.92 | 62200 | 56.2
==> cell usage after synthesis, types with 58 or more instances <==
cell type	count	area [µm²]
buf_2	58	290
a22o_1	128	1120
a21oi_1	192	961
mux2i_1	1027	10300
nand2_1	200	751
clkbuf_2	75	375
and2_1	1026	6420
nand3_1	194	971
nor3_1	64	320
edfxtp_1	1024	30700
clkbuf_1	251	942
a22oi_1	192	1440
a31oi_1	65	407
buf_1	63	236
==> cell usage in the layout, fill, tap and decap left out, types with 5 or more instances in the layout <==
master,Yosys,routed
a31oi_1,65,65
clkinv_2,0,26
clkbuf_1,251,25
nor3_1,64,64
nor2_2,0,8
diode_2,0,5
edfxtp_1,1024,1024
buf_12,0,6
buf_4,1,157
or2_2,33,33
a21oi_1,192,192
clkinv_1,0,24
nand3_1,194,194
clkbuf_16,0,117
bufinv_16,0,12
a22oi_1,192,192
clkdlybuf4s50_1,0,108
nand2_1,200,200
mux2i_1,1027,1027
and2_1,1026,1024
nor2_4,4,24
a22o_1,128,128
==> worst max path at each step <==
stage         cells after the start      endpoint  slack (ps)
CTS                              11  readData2[3]        7530
global route                     11  readData2[8]        7270
finish                           11  readData2[5]        7470
Power is estimated from default activity; no workload was simulated.
