==> /design/flow/run.sh <==
#!/bin/bash
# OpenROAD 26Q1-2900-gdf79404cd8, Yosys 0.63+post, stock flow scripts
make -C /OpenROAD-flow-scripts/flow DESIGN_CONFIG=/design/flow/config.mk WORK_HOME=/design/flow/orfs finish
==> /design/flow/config.mk <==
export PLATFORM = sky130hd
export DESIGN_NAME = mux_AddrSel
export DESIGN_NICKNAME = mux_AddrSel
export VERILOG_FILES = /design/flow/design.v
export SDC_FILE = /design/flow/constraint.sdc
export NUM_CORES = 4
export LEC_CHECK = 1
export CORE_AREA = 10 10 80 80
export DIE_AREA = 0 0 90 90
==> /design/flow/constraint.sdc <==
current_design mux_AddrSel

set clk_period 3.1
set clk_io_pct 0.2

create_clock -name clk0 -period $clk_period

set non_clock_inputs [all_inputs -no_clocks]
set_input_delay [expr $clk_period * $clk_io_pct] -clock clk0 $non_clock_inputs
set_output_delay [expr $clk_period * $clk_io_pct] -clock clk0 [all_outputs]
==> /design/flow/design.v <==
`timescale 1ns / 1ps
module mux_AddrSel(
	input [25:0] a,
	input [31:0] b,
	input [15:0] c,
	input [1:0] sel,
	output [31:0] out
    );
	wire [31:0] a1;
	assign a1[31:0] = { {6{0}}, a[25:0] };
	wire [31:0] c1;
	assign c1[31:0] = { {16{0}}, c[15:0] };
	assign out = (sel[0]) ? (sel[1] ? 32'b0 : b) : (sel[1] ? c1 : a1);
endmodule
==> Changelog: implementation <==
### Changed

* Largest net degree at the start of global routing at 28
* Placer congestion estimate at 0.754
* Most frequent cells in the layout: clkdlybuf4s50_1, mux2i_1, o2bb2ai_1
* CP cell instances: clkdlybuf4s50_1, buf_12, nor2b_4, buf_12, o2bb2ai_1, clkdlybuf4s50_1
* Core footprint at 4720 um2
* Post-Syn Area at 573 um2
* # DRC at 0
* Register share after synthesis at 0
* All-Layer GR Usage at 0.0841
* Mapped Cells at 67
* Detail Placement HPWL at 3160 um
* Resized cells post-CTS at 0
* FFs & Latches at 0
* Final min period at 2.80 ns
* Hold Crit Start: b[9]
* Maximum clock rate at 357 MHz
* Initial antenna violation count at 0
* Iteration-0 DRC count of the detailed router at 8
* Fillers at 491
* WP data arrival at 2.18 ns
* Cells in synth_stat.txt at 67
* Antenna-violating nets left at 0
* I/O pin cnt at 108
* Unrepaired setup endpoints after global routing: false
* Area grow syn2layout at 198%
* Stage-log warning count at 32
* CP Launch Point: sel[1]
* Hold Crit Class: primary input to primary output
* Mapped Avg Cell Area at 8.55 um2
* Area reported by Yosys stat at 573 um2
* Hold_ws at 2.16 ns
* Worst Max-Slew Pin Slew at 0.212 ns
* WP buf/inv at 4
* # hold bufs at CTS at 0
* First-pass GRT wire length at 5610 um
* Hold Vio Cnt, Final at 0
* Commonest Layout Cell: clkdlybuf4s50_1
* DR vias/cell at 3.84
* Slew headroom at 0.859
* Clock buffers at 0
* CP Class: primary input to primary output
* Crit-path max FO at 27
* Power Total at 214 uW
* Leakage at 0.666 nW
* CP Capture Type: primary output
* Vias in the first global route at 1001
* Status: completed
* Final period util at 0.904
* IO Port Bufs at 108
* Multi-input logic area at 489 um2
* Startpoint types: primary input
* Share of layout cells above drive strength 1 at 0.0292
* TritonRoute pass-1 iters at 2
* CP delay by family, top: buffers and inverters
* Wirelength, routed at 3620 um
* Fin. max-slew vios at 0
* Routed vias at 914
* Utilization after layout at 0.362
* Critical Path Max Stage Delay at 0.50 ns
* Chip height at 90 um
* Slowest CP cell: clkdlybuf4s50_1
* Global route overflow at 0
* DIE WIDTH at 90 um
* Final Setup Violations at 0
* Yosys synthesis warning count at 0
* Setup bufs post-CTS at 0
* Die Area at 8100 um2
* Ant diodes at 0
* Final setup TNS at 0 ns
* Worst vdd ir at 0.0394 mV
* Max Cap Viol at 0
* Wire length per cell at 15.2 um
* Post-synthesis cell type count at 9
* Number of placement rows at 25
* Reg area at 0 um2
* Pre-Place Util at 0.121
* Pwr Density at 125 nW/um2
* CP required at 2.48 ns
[tightest hold or removal path, stage by stage]
cell	delay, ns
clkdlybuf4s50_1	0.39
o2bb2ai_1	0.12
clkdlybuf4s50_1	0.41
[layer usage]
| metal | vias up | track usage | routed length, um |
|---|---|---|---|
| met1 | 388 | 0.106 | 1600 |
| met5 | - | 0 | 0 |
| met3 | 0 | 0.0268 | 331 |
| met2 | 61 | 0.145 | 1690 |
| met4 | 0 | 0 | 0 |
| li1 | 465 | - | - |
[cell type report]
class,count,share of cell area
timing repair buffer,112,0.665
multi-input combinational,59,0.286
tap,67,0.0490
[power breakdown]
part           internal, mW  leakage [nW]  switching [mW]
Combinational         0.163         0.666          0.0514
Clock                     0             0               0
Sequential                0             0               0
[synthesized netlist by cell type (all sizes together)]
master,n,area share
nor2b,1,0.024
and2,6,0.066
o2bb2ai,16,0.24
buf,7,0.14
mux2i,26,0.45
clkbuf,1,0.0065
nor2,10,0.066
[path summary, 6_finish.rpt]
kind                      to  slack, ns  cells past startpoint
worst max-delay path  out[5]       0.30                      6
worst min-delay path  out[9]       2.16                      3
[stage by stage]
step / setup WS, ns / cells / cell area (um2)
6_report: 0.297 / 238 / 1710
5_1_grt: 0.187 / 238 / 1710
4_1_cts: 0.288 / 238 / 1710
3_5_place_dp: 0.285 / 238 / 1710
3_3_place_gp: 0.292 / 238 / 1710
2_1_floorplan: 1.35 / 67 / 573
[kinds of logic (layout without fill, tap and decap cells)]
family	Yosys count	in the layout	synth area share
AND-OR/OR-AND	16	16	0.245
AND/OR/NAND/NOR	17	17	0.155
multiplexers	26	26	0.454
buffers and inverters	8	112	0.146
No activity file was given, so power comes from the tool's default toggle rates.
