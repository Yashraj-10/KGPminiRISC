File: ./config.mk
export PLATFORM = sky130hd
export DESIGN_NAME = alu
export DESIGN_NICKNAME = alu
export VERILOG_FILES = /design/flow/design.v
export SDC_FILE = /design/flow/constraint.sdc
export NUM_CORES = 4
export LEC_CHECK = 1
export CORE_UTILIZATION = 50
File: ./constraint.sdc
current_design alu

set clk_period 17.3
set clk_io_pct 0.2

create_clock -name clk0 -period $clk_period

set non_clock_inputs [all_inputs -no_clocks]
set_input_delay [expr $clk_period * $clk_io_pct] -clock clk0 $non_clock_inputs
set_output_delay [expr $clk_period * $clk_io_pct] -clock clk0 [all_outputs]
File: ./design.v
`timescale 1ns / 1ps
module alu(
    input [31:0] a,
    input [31:0] b,
    input [3:0] ALUcntrl,
    output reg[2:0] flag,             
    output reg[31:0] result
    );
    wire [31:0] sum, comp, XOR, AND, diffBit, shiftR, shiftL, shiftRa;
    wire carry_out;
    cla32 adder(.a(a), .b(b), .carryInput(1'b0), .sum(sum), .carryOutput(carry_out));
    assign comp = ~b + 1'b1;
    assign XOR = a^b;
    assign AND = a&b;
    assign shiftL = a<<b;
    assign shiftR = a>>b;
    assign shiftRa = a>>>b;
    diff inst1(.a(a), .b(b), .diffBit(diffBit));
    always @(*)
        begin
             flag[2] <= a[31] ? 1'b1 : 1'b0;
             flag[1] <= a==32'd0 ? 1'b1 : 1'b0;
            case(ALUcntrl)
                4'b0000:
                    begin
                         result <= sum;
                         flag[0] <= carry_out;
                    end
                4'b0001:
                    begin
                         result <= comp;
                         flag[0] <= 1'b0;
                    end
                4'b0010:
                    begin
                         result <= AND;
                         flag[0] <= 1'b0;
                    end
                4'b0011:
                    begin
                         result <= XOR;
                         flag[0] <= 1'b0;
                    end
                4'b0100:
                   begin
                        result <= diffBit;
                        flag[0] <= 1'b0;
                   end
                4'b0101:
                    begin
                         result <= shiftR;
                         flag[0] <= 1'b0;
                    end
                4'b0110:
                    begin
                         result <= shiftL;
                         flag[0] <= 1'b0;
                    end
                4'b0111:
                    begin
                         result <= shiftRa;
                         flag[0] <= 1'b0;
                    end
                default:
                    begin
                         result <= a;
                         flag[0] <= 1'b0;
                    end
            endcase
        end
endmodule
`timescale 1ns / 1ps
module cla16(
    input [15:0] a,
    input [15:0] b,
    input [0:0] carryInput,
    output [15:0] sum,
    output [0:0] carryOutput,
    output [0:0] prop,
    output [0:0] gene
    );
	wire [3:0] p;
	wire [3:0] g;
	wire [3:0] c;
	cla4aug cla1(.a(a[3:0]), .b(b[3:0]), .carryInput(carryInput), .sum(sum[3:0]), .carryOutput(), .prop(p[0]), .gene(g[0]));
   cla4aug cla2(.a(a[7:4]), .b(b[7:4]), .carryInput(c[1]), .sum(sum[7:4]), .carryOutput(), .prop(p[1]), .gene(g[1]));
   cla4aug cla3(.a(a[11:8]), .b(b[11:8]), .carryInput(c[2]), .sum(sum[11:8]), .carryOutput(), .prop(p[2]), .gene(g[2]));
   cla4aug cla4(.a(a[15:12]), .b(b[15:12]), .carryInput(c[3]), .sum(sum[15:12]), .carryOutput(), .prop(p[3]), .gene(g[3]));
	lcu4 l(.p(p), .g(g), .carryInput(carryInput), .carryOutput(carryOutput), .prop(prop), .gene(gene), .c(c));
endmodule
`timescale 1ns / 1ps
module cla32(
	input [31:0] a,
   input [31:0] b,
   input [0:0] carryInput,
   output [31:0] sum,
   output [0:0] carryOutput
    );
	 wire [1:0] p;
	 wire [1:0] g;
	 wire [1:0] c;
	 cla16 inst1(.a(a[15:0]), .b(b[15:0]), .carryInput(carryInput), .sum(sum[15:0]), .carryOutput(), .prop(p[0]), .gene(g[0]));
	 cla16 inst2(.a(a[31:16]), .b(b[31:16]), .carryInput(c[1]), .sum(sum[31:16]), .carryOutput(), .prop(p[1]), .gene(g[1]));
	lcu2 l(.p(p), .g(g), .carryInput(carryInput), .carryOutput(carryOutput), .c(c));
endmodule
`timescale 1ns / 1ps
module cla4aug(
    input [3:0] a,
    input [3:0] b,
    input [0:0] carryInput,
    output [3:0] sum,
    output [0:0] carryOutput,
    output [0:0] prop,
    output [0:0] gene
    );
	wire [3:0] p;
	wire [3:0] g;
	wire [3:0] c;
	assign p = a ^ b;				 
	assign g = a & b;				 
	assign c[0] = carryInput;
	assign c[1] = g[0] | (p[0] & carryInput);
	assign c[2] = g[1] | (p[1] & g[0]) | (p[1] & p[0] & carryInput);
	assign c[3] = g[2] | (p[2] & g[1]) | (p[2] & p[1] & g[0]) | (p[2] & p[1] & p[0] & carryInput);
	assign sum = p ^ c;					 
	assign prop = p[3] & p[2] & p[1] & p[0];
	assign gene = g[3] | (p[3] & g[2]) | (p[3] & p[2] & g[1]) | (p[3] & p[2] & p[1] & g[0]);
	assign carryOutput = gene + (prop & carryInput);			 
endmodule
`timescale 1ns / 1ps
module diff(
	input [31:0] a,
	input [31:0] b,
	output reg [31:0] diffBit
    );
	always@(*)
	begin
		if(a[0]^b[0])
			diffBit = 32'd0 ;
		else if(a[1]^b[1])
			diffBit = 32'd1;
		else if(a[2]^b[2])
			diffBit = 32'd2;
		else if(a[3]^b[3])
			diffBit = 32'd3;
		else if(a[4]^b[4])
			diffBit = 32'd4;
		else if(a[5]^b[5])
			diffBit = 32'd5;
		else if(a[6]^b[6])
			diffBit = 32'd6;
		else if(a[7]^b[7])
			diffBit = 32'd7;
		else if(a[8]^b[8])
			diffBit = 32'd8;
		else if(a[9]^b[9])
			diffBit = 32'd9;
		else if(a[10]^b[10])
			diffBit = 32'd10;
		else if(a[11]^b[11])
			diffBit = 32'd11;
		else if(a[12]^b[12])
			diffBit = 32'd12;
		else if(a[13]^b[13])
			diffBit = 32'd13;
		else if(a[14]^b[14])
			diffBit = 32'd14;
		else if(a[15]^b[15])
			diffBit = 32'd15;
		else if(a[16]^b[16])
			diffBit = 32'd16;
		else if(a[17]^b[17])
			diffBit = 32'd17;
		else if(a[18]^b[18])
			diffBit = 32'd18;
		else if(a[19]^b[19])
			diffBit = 32'd19;
		else if(a[20]^b[20])
			diffBit = 32'd20;
		else if(a[21]^b[21])
			diffBit = 32'd21;
		else if(a[22]^b[22])
			diffBit = 32'd22;
		else if(a[23]^b[23])
			diffBit = 32'd23;
		else if(a[24]^b[24])
			diffBit = 32'd24;
		else if(a[25]^b[25])
			diffBit = 32'd25;
		else if(a[26]^b[26])
			diffBit = 32'd26;
		else if(a[27]^b[27])
			diffBit = 32'd27;
		else if(a[28]^b[28])
			diffBit = 32'd28;
		else if(a[29]^b[29])
			diffBit = 32'd29;
		else if(a[30]^b[30])
			diffBit = 32'd30;
		else if(a[31]^b[31])
			diffBit = 32'd31;
		else
			diffBit = 32'd32;
	end
endmodule
`timescale 1ns / 1ps
module lcu2(
    input [1:0] p,
    input [1:0] g,
    input [0:0] carryInput,
    output [0:0] carryOutput,
    output [1:0] c
    );
	assign c[0] = carryInput;
    assign c[1] =  g[0] | (p[0] & carryInput);
	assign carryOutput = g[1] | (p[1] & g[0]) | (p[1] & p[0] & carryInput);
endmodule
`timescale 1ns / 1ps
module lcu4(
    input [3:0] p,
    input [3:0] g,
    input [0:0] carryInput,
    output [0:0] carryOutput,
    output [0:0] prop,
    output [0:0] gene,
    output [3:0] c
    );
	assign c[0] = carryInput;
	assign c[1] = g[0] | (p[0] & carryInput);
	assign c[2] = g[1] | (p[1] & g[0]) | (p[1] & p[0] & carryInput);
	assign c[3] = g[2] | (p[2] & g[1]) | (p[2] & p[1] & g[0]) | (p[2] & p[1] & p[0] & carryInput);
	assign carryOutput = g[3] | (p[3] & g[2]) | (p[3] & p[2] & g[1]) | (p[3] & p[2] & p[1] & g[0]) | (p[3] & p[2] & p[1] & p[0] & carryInput);
	assign prop = p[3] & p[2] & p[1] & p[0];
   assign gene = g[3] | (p[3] & g[2]) | (p[3] & p[2] & g[1]) | (p[3] & p[2] & p[1] & g[0]);
endmodule
File: ./run.sh
#!/bin/bash
# OpenROAD 26Q1-2900-gdf79404cd8, Yosys 0.63+post, stock flow scripts
make -C /OpenROAD-flow-scripts/flow DESIGN_CONFIG=/design/flow/config.mk WORK_HOME=/design/flow/orfs finish
==> CHANGELOG.md <==
## Implementation

- First drt pass iteration count: 9
- Highest-delay cell along the critical path: sky130_fd_sc_hd__clkdlybuf4s50_1
- Worst min-delay path class: in2out
- Largest type area fraction: 12.6%
- Fraction of final layout cells with drive strength greater than 1: 10.1%
- Data required time of the critical path: 13.84 ns
- Cell area leaders: sky130_fd_sc_hd__mux4_2 (13%), sky130_fd_sc_hd__a21oi_1 (7.3%), sky130_fd_sc_hd__mux2i_1 (6.6%)
- Warnings from Yosys: 2
- Chip Area: 14,700 um^2
- Max Fclk: 88.8 MHz
- Start point of the critical path: a[25]
- Core utilization at floorplan: 51.4%
- RSZ-0062 raised after global routing: no
- End of the critical path: result[29]
- Congestion Overflow GR: 0
- CP most frequent cell: sky130_fd_sc_hd__a21oi_1
- Die Height: 121 um
- Total number of warnings across the stage logs: 33
- First-pass GRT wire length: 48,400 um
- Number of rows in the core area: 43
- Status: completed
- Port bufs: 103
- Starting DRT DRC Count: 1,070
- Fin. Hold Viols: 0
- CTS Hold Bufs: 0
- Power density normalized to cell area: 29.3 nW/um^2
- Sequential area share after synthesis: 0%
- # fillers: 1,376
- Seq Cell Count: 0
- Clock buf count: 0
- GPL Wtd Cong: 1.06
- Total net switching power: 0.139 mW
- Combinational cell area excluding buffers and inverters: 6580 um^2
- HPWL after detailed placement: 24,600 um
- Seq pwr share: 0%
- Crit path DAT: 7.80 ns
- Sw frac: 58.2%
- Max-capacitance violation count: 0
- Leakage: 2.96 nW
- Post-route fraction of the period consumed by the critical path: 65.1%
- Clock share of power: 0%
- Die outline width: 121 um
- Commonest Layout Cell: sky130_fd_sc_hd__nor2_1
- Mean routed wirelength per cell: 25.9 um
- DRC viols: 0
- Post-detailed-routing wire length: 32,200 um
- Vias after detailed routing: 8,931
- PnR Total Power: 0.239 mW
- Critical Setup Path Class: in2out
- Summed instance area of the synthesized netlist: 7130 um^2
- Via count of the first global-routing pass: 8,083
- Final critical delay including setup and external delays: 11.26 ns
- Measured slew at the worst slew-check pin: 0.871 ns
- Antenna violations before repair: 1
- Kind of start point of the critical path: input pin
- Vias per std cell: 7.19
- Maximum single-stage delay on the critical path: 0.58 ns
- Sequential cell area: 0 um^2
- CP Cell Sequence: clkdlybuf4s50_1 > ha_1 > nand2_1 > or3_1 > or4_1 > a21oi_1 > nor2_1 > and2_1 > fa_1 > a21o_1 > a21oi_1 > nand3_1 > a221oi_1 > a21oi_1 > clkdlybuf4s50_1
- Relative max-transition margin: 41.7%
- Post-Synthesis Cells: 1,032
- Number of cells in the yosys synthesis report: 1,032
- VDD IR-drop max: 0.0207 mV
- Final antenna-violating net count: 0
- Number of library cell types mapped by synthesis: 70
- P_int: 0.0997 mW
- Core Area: 13,900 um^2
- Final Setup Violations: 0
- Average instance area after synthesis: 6.91 um^2
- Post-synthesis chip area from yosys: 7130 um^2
- I/O pin count: 103
- Dominant logic cell types in the final layout: sky130_fd_sc_hd__nor2_1 (116), sky130_fd_sc_hd__a21oi_1 (104), sky130_fd_sc_hd__clkdlybuf4s50_1 (97)
- Gate power share: 100.0%
- Maximum number of pins on one net before global-route repair: 70
- Largest fanout on the critical path: 9
- Cts repair resizes: 0
- Kind of end point of the critical path: output port
- Final tally of max-slew violations: 0
- Aggregate negative setup slack: 0 ns
- Largest area contributor in the netlist: sky130_fd_sc_hd__mux4_2
- Post-CTS Repair Setup Buffers: 0
- Area Overhead vs Synth: 14.2%
- Global-route usage over all layers: 44.9%
-- metal layers --
layer | track usage [%] | wire, um | vias up
met5 | 0 | 0 | -
met4 | 11.4 | 991 | 0
met3 | 15.7 | 4710 | 78
met2 | 64.5 | 13600 | 621
met1 | 64.3 | 12900 | 4198
li1 | - | - | 4034
-- critical path: cells and delay by family --
family                   cells  cell delay, ns
buffers and inverters        2            1.03
AND-OR/OR-AND                5            0.82
AND/OR/NAND/NOR              6            1.53
adder cells (fa/ha/maj)      2            0.96
-- through the flow --
step | hold WS (ns) | instance area, um^2 | util, % | cells | setup WS (ns)
floorplan | 6.97 | 7130 | - | 1032 | 7.60
global placement | 8.02 | 8150 | 58.7 | 1241 | 6.12
detailed placement | 8.01 | 8150 | 58.7 | 1241 | 6.09
CTS | 8.01 | 8150 | 58.7 | 1241 | 6.08
global route | 8.06 | 8150 | 58.7 | 1241 | 5.84
finish | 8.01 | 8150 | 58.7 | 1242 | 6.04
-- power by group through the flow --
stage	Clock (mW)	Sequential [mW]	Combinational [mW]
4_1_cts	0	0	0.232
5_1_grt	0	0	0.256
6_report	0.00000000000326	0	0.239
-- worst min-delay path by stage --
stage / startpoint / to / slack (ns) / cells after the start
CTS: b[4] / result[28] / 8.01 / 5
global route: b[4] / result[28] / 8.06 / 5
finish: b[4] / result[28] / 8.01 / 5
-- cell type report --
cell class	count	area share, %
Multi-Input combinational cell	889	80.8
Timing Repair Buffer	123	14.2
Tap cell	180	2.76
Inverter	49	2.26
Antenna cell	1	0.0307
-- cell families (layout without fill, tap and decap cells) --
family | after synthesis | in the layout | share of synthesized area [%]
adders and majority gates | 41 | 41 | 8.03
buffers and inverters | 143 | 172 | 8.02
AOI/OAI and AO/OA | 346 | 346 | 32.0
and+or+nand+nor | 351 | 351 | 24.1
muxes | 110 | 110 | 22.9
xor gates and xnor gates | 41 | 41 | 5.03
other | 0 | 1 | 0
-- cells in the mapped netlist, types with 4 or more instances --
| library cell | instances |
|---|---|
| sky130_fd_sc_hd__a2111oi_0 | 5 |
| sky130_fd_sc_hd__a211o_1 | 4 |
| sky130_fd_sc_hd__a211oi_1 | 18 |
| sky130_fd_sc_hd__a21boi_0 | 4 |
| sky130_fd_sc_hd__a21o_1 | 13 |
| sky130_fd_sc_hd__a21oi_1 | 104 |
| sky130_fd_sc_hd__a221oi_1 | 31 |
| sky130_fd_sc_hd__a22oi_1 | 6 |
| sky130_fd_sc_hd__a31oi_1 | 6 |
| sky130_fd_sc_hd__a32oi_1 | 11 |
| sky130_fd_sc_hd__and2_1 | 5 |
| sky130_fd_sc_hd__buf_1 | 12 |
| sky130_fd_sc_hd__buf_2 | 13 |
| sky130_fd_sc_hd__clkbuf_1 | 66 |
| sky130_fd_sc_hd__fa_1 | 8 |
| sky130_fd_sc_hd__ha_1 | 33 |
| sky130_fd_sc_hd__inv_1 | 48 |
| sky130_fd_sc_hd__mux2_2 | 23 |
| sky130_fd_sc_hd__mux2i_1 | 47 |
| sky130_fd_sc_hd__mux4_2 | 40 |
| sky130_fd_sc_hd__nand2_1 | 71 |
| sky130_fd_sc_hd__nand2b_1 | 9 |
| sky130_fd_sc_hd__nand3_1 | 21 |
| sky130_fd_sc_hd__nand4_1 | 9 |
| sky130_fd_sc_hd__nor2_1 | 116 |
| sky130_fd_sc_hd__nor2b_1 | 12 |
| sky130_fd_sc_hd__nor3_1 | 37 |
| sky130_fd_sc_hd__nor4_1 | 25 |
| sky130_fd_sc_hd__o211ai_1 | 8 |
| sky130_fd_sc_hd__o21ai_0 | 65 |
| sky130_fd_sc_hd__o21bai_1 | 11 |
| sky130_fd_sc_hd__o221ai_1 | 6 |
| sky130_fd_sc_hd__o22ai_1 | 12 |
| sky130_fd_sc_hd__o311ai_0 | 4 |
| sky130_fd_sc_hd__o31ai_1 | 7 |
| sky130_fd_sc_hd__o32ai_1 | 5 |
| sky130_fd_sc_hd__or3_1 | 12 |
| sky130_fd_sc_hd__or4_1 | 12 |
| sky130_fd_sc_hd__xnor2_1 | 23 |
| sky130_fd_sc_hd__xor2_1 | 18 |
Power and IR drop assume default switching activity.
